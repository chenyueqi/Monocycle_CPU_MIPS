### run.sh
#!/bin/bash
# OpenROAD 26Q1-2900-gdf79404cd8, Yosys 0.63+post, stock flow scripts
make -C /OpenROAD-flow-scripts/flow DESIGN_CONFIG=/design/flow/config.mk WORK_HOME=/design/flow/orfs finish
### design.v
`timescale 1ns / 1ps
module adder
#(parameter DATA_WIDTH = 32)
(
	input [(DATA_WIDTH -1) :0] a_in , b_in,
	input cin,
	output reg [(DATA_WIDTH -1) :0] O_out,
	output reg zero,carry,overflow,negative
);
	reg [(DATA_WIDTH -1):0] b_in_not;
	always@(*)
	begin
		if(cin == 0)
			b_in_not = b_in ^ 32'h00000000;
		else 
			b_in_not = b_in ^ 32'hffffffff;
		{carry ,O_out} = a_in + b_in_not + cin;
		if(O_out == 0)
			zero = 1;
		else 
			zero = 0;
		overflow = ((~a_in[31])&(~b_in_not[31])&O_out[31]) | (a_in[31]&b_in_not[31]&(~O_out[31]));
		negative = O_out[31];
	end
endmodule
`timescale 1ns / 1ps
module alu
#(parameter DATA_WIDTH = 32)
(
	input  [(DATA_WIDTH -1):0] a_in, b_in,
	input  [3:0] alu_op,
	output reg   less ,overflow_out ,
	output zero ,
	output reg [(DATA_WIDTH -1):0] alu_out
);
	reg [(DATA_WIDTH -1):0] a_clz;
	wire carry ,overflow , negative;
	wire [(DATA_WIDTH -1):0] O_out;
	wire [2:0] alu_ctr;
	reg [15:0] val16;
	reg [7:0] val8;
	reg [3:0] val4;
	reg [1:0] val2;
	integer i;
	integer j;
	alu_controller controller1(
	.alu_op(alu_op),
	.alu_ctr(alu_ctr)
	);
	adder adder1(
	.a_in(a_in),
	.b_in(b_in),
	.cin(alu_op[0]),
	.O_out(O_out),
	.zero(zero),
	.carry(carry),
	.overflow(overflow),
	.negative(negative)	
	);
	always@(*)
	begin
	   less = 1'b0;
	   overflow_out = 1'b0;
	   alu_out = 32'h0;
		if(alu_ctr == 3'b111)
		begin
			alu_out = O_out;
			if((alu_op == 0) || (alu_op == 1))  
				overflow_out = 0;
			else if((alu_op == 14) || (alu_op == 15)) 
				overflow_out = overflow;
			less = overflow^negative;
		end
		else if(alu_ctr == 3'b000)
		begin
			if(alu_op[0] == 1)  
				a_clz = a_in ^ 32'hffffffff;
			else
				a_clz = a_in;
		       	alu_out = 32'h0;
			if(a_clz == 0)
			alu_out = 32;
			else begin
			alu_out[4] = a_clz[31:16]== 16'd0;
			val16 = alu_out[4] ? a_clz[15:0]:a_clz[31:16];
			alu_out[3] = val16[15:8] == 8'd0;
			val8 = alu_out[3]? val16[7:0]:val16[15:8];
		       	alu_out[2] = val8[7:4] == 4'd0;
			val4 = alu_out[2]? val8[3:0]:val8[7:4];
			alu_out[1] = val4[3:2] == 2'd0;
			val2 = alu_out[1]? val4[1:0]:val4[3:2];
			alu_out[0] = val2[1] == 1'd0;
			end	
		end
		else if(alu_ctr == 3'b100) 
			alu_out = a_in & b_in;
		else if(alu_ctr == 3'b010) 
			alu_out = a_in | b_in;
		else if(alu_ctr == 3'b011) 
			alu_out = ~(a_in | b_in);
		else if(alu_ctr == 3'b001) 
			alu_out = a_in ^ b_in;
		else if(alu_ctr == 3'b101)
		begin
			if(alu_op[1] == 0) 
				less = overflow^negative;
			else 
				less = ~carry;
			if(less == 0)
				alu_out = 0;
			else
				alu_out = 32'h1;
		end
		else if(alu_ctr == 3'b110)
		begin
			if(alu_op[0] == 0) 
			begin
				if(b_in[7] == 1)
				begin
					alu_out[(DATA_WIDTH -1):8] = 24'hffffff;
					alu_out[7:0] = b_in[7:0];
				end
				else
				begin
					alu_out[(DATA_WIDTH -1):8] = 24'h000000;
					alu_out[7:0] = b_in[7:0];
				end
			end
			else 
			begin
				if(b_in[15] == 1)
				begin
					alu_out[(DATA_WIDTH -1):16] = 16'hffff;
					alu_out[15:0] = b_in[15:0];
				end
				else
				begin
					alu_out[(DATA_WIDTH -1):16] = 16'h0000;
					alu_out[15:0] = b_in[15:0];
				end
			end
		end
	end	
endmodule
`timescale 1ns / 1ps
module alu_controller
(
    input [3:0] alu_op,
    output reg [2:0] alu_ctr 
);
    always@(*)
    begin
	    alu_ctr[2] = ((~alu_op[3]) & (~alu_op[1])) | ((~alu_op[3]) & alu_op[2] & alu_op[0]) | (alu_op[3] & alu_op[1]);
	    alu_ctr[1] = ((~alu_op[3]) & (~alu_op[2]) & (~alu_op[1])) | (alu_op[3] & (~alu_op[2]) & ( ~alu_op[0])) | (alu_op[2] & alu_op[1] & (~alu_op[0])) | (alu_op[3] & alu_op[1]);
	    alu_ctr[0] = ((~alu_op[2]) & (~alu_op[1])) | ((~alu_op[3]) & alu_op[2] & alu_op[0]) | (alu_op[3] & alu_op[2] & alu_op[1]);
    end
endmodule
### config.mk
export PLATFORM = sky130hd
export DESIGN_NAME = alu
export DESIGN_NICKNAME = alu
export VERILOG_FILES = /design/flow/design.v
export SDC_FILE = /design/flow/constraint.sdc
export NUM_CORES = 4
export LEC_CHECK = 1
export CORE_UTILIZATION = 50
### constraint.sdc
current_design alu

set clk_period 9.6
set clk_io_pct 0.2

create_clock -name clk0 -period $clk_period

set non_clock_inputs [all_inputs -no_clocks]
set_input_delay [expr $clk_period * $clk_io_pct] -clock clk0 $non_clock_inputs
set_output_delay [expr $clk_period * $clk_io_pct] -clock clk0 [all_outputs]
==> run_results.csv <==
group,metric,value,unit
status,status,"finished clean",
synthesis,synth-compound-area-share,0.328,
global_route,grt_overflow,0,
layout,area_delta_synth_final,19.9,%
global_route,grt_max_degree,47,
setup_path,path_delay_family,"simple AND/OR/NAND/NOR gates",
global_route,grt_pass1_wl,30400,microns
routing,first_iter_violations,531,
sta,finalHoldViolations,0,
clock_network,postCtsHoldBufs,0,
clock_network,cts_setup_buffers,0,
die,num_rows,37,
setup_path,cp_cell_sequence,"buf_4, buf_4, mux2_4, fa_1, nand3_1, a21oi_1, o41a_1, o41ai_1, xnor2_1, and2b_1, nand4_4, nor4_1, nand4_1, nor3_2, clkdlybuf4s50_1",
routing,wl_per_cell,19.2,microns
global_route,grt_use_met3,0.0608,
setup_path,start_kind,"input port",
sta,min_period,8.15,ns
die,fp.dieW,107,microns
setup_path,cp-endpoint,"zero",
sta,finalSetupTns,0,ns
power,power_leakage,2.97,nW
die,core-area,10500,sq um
routing,first_pass_iters,5,
layout,utilization,0.628,
setup_path,cp_slowest_cell,"clkdlybuf4s50_1",
synthesis,ys_warn_count,3,
synthesis,avgSynthCellArea,6.89,sq um
global_route,use_met2,0.532,
synthesis,synthDistinctLibCells,86,
placed_design,dpl_worst_slack,1.51,ns
synthesis,synth-adder-area-share,0.222,
flow_run,warnings,66,
setup_path,critPathMaxStageDelay,0.49,ns
power,p_int,0.200,mW
layout,seq_cells,0,
sta,tightest_slew,0.942,ns
synthesis,yosysTopAreaCell,"ha_1",
sta,final_max_slew_viol_count,0,
layout,seq_area,0,sq um
die,die_y,107,microns
flow_run,max-cap-violations,0,
clock_network,cts_resized,0,
setup_path,worstPathMaxFanout,46,
synthesis,ys_sh_mux,0.0503,
power,p_seq_frac,0,
layout,final_cell_mix,"102 x clkdlybuf4s50_1, 96 x ha_1, 81 x nor2_1, 77 x inv_1, 72 x a21oi_1",
power,netSwitchingPower,0.247,mW
die,num_io_pins,103,
routing,num_vias,6354,
die,initial_core_util,0.524,
synthesis,synth_cells,799,
setup_path,cp_num_buf_inv,3,
routing,insertedDiodeCount,0,
synthesis,yosys.stat.seqShare,0,
global_route,grt_use_met1,0.499,
routing,viasPerCell,6.29,
layout,final_layout_size_suffix_gt1_frac,0.0526,
power,vdd_ir_drop_max,0.0312,mV
synthesis,xor_share,0.0921,
die,die_area,11400,sq um
placed_design,gp_congestion,1.05,
setup_path,criticalPathCategory,"in -> out",
synthesis,ys_sh_simple,0.221,
sta,max_freq,123,MHz
sta,rsz0062_at_grt,"false",
sta,period_used_share,0.849,
setup_path,critPathLaunch,"alu_op[0]",
sta,slew_headroom,0.369,
layout,nClkBuffers,0,
synthesis,logic_family,"AND-OR/OR-AND gates",
setup_path,cp.required,7.68,ns
setup_path,crit_top_cell,"buf_4",
placed_design,dp_hpwl,15400,microns
power,clkPwrFrac,0,
routing,finalWirelength,19400,microns
setup_path,cp.arrival,6.23,ns
synthesis,synth_chip_area,5500,sq um
synthesis,yosysCellCount,799,
global_route,busiest_layer,"met2",
power,swShare,0.552,
setup_path,end_kind,"output port",
global_route,grt_pass1_vias,5784,
synthesis,top_cells_by_area,"ha_1 22%, xor2_1 7.0%, a21oi_1 6.5%",
global_route,track_usage,0.343,
setup_path,path_depth,15,
synthesis,syn_area,5500,sq um
routing,antenna_left,0,
worst_hold_path,holdCritPathClass,"in -> out",
global_route,antenna_found_initial,0,
placed_design,io_buffers,103,
power,power_frac_comb,1.000,
power,p_per_area,67.8,nW/um^2
sta,setup_slack,1.45,ns
layout,final_common_cell,"clkdlybuf4s50_1",
synthesis,top_area_frac,0.218,
sta,setup_viol_count_final,0,
routing,drcViolationCount,0,
metrics by stage:
step	instances	hold slack, ns	power, mW	area, sq um
floorplan	799	3.94	0.274	5500
global placement	1010	5.04	0.436	6600
detailed placement	1010	5.05	0.438	6600
CTS	1010	5.05	0.441	6600
global route	1010	5.12	0.489	6600
finish	1010	5.05	0.447	6600
Yosys cell counts (5+ instances only):
library cell / count
ha_1: 96
nor2_1: 81
inv_1: 77
a21oi_1: 72
xor2_1: 44
nand2_1: 42
o21ai_0: 40
nor3_1: 26
o22ai_1: 26
mux2i_1: 25
nand3_1: 24
clkbuf_1: 17
o211ai_1: 16
a211oi_1: 13
buf_2: 12
xnor2_1: 12
nand2b_1: 8
o21ai_1: 8
nand4_1: 7
a31oi_1: 6
and3_1: 6
nor4_1: 6
or2_2: 6
or3_1: 6
or4_1: 6
a21o_1: 5
a221o_1: 5
nor2b_1: 5
area by class of cell:
type	count	area, sq um
fill	931	3910
inverter	77	289
multi-input combinational	684	5030
tap	136	170
timing repair buffer	113	1100
how the worst min path moves through the flow:
| stage | startpoint | endpoint | slack, ns | cells after the start |
|---|---|---|---|---|
| 4_1_cts | alu_op[0] | alu_out[16] | 5.05 | 6 |
| 6_report | alu_op[0] | alu_out[16] | 5.05 | 6 |
| 5_1_grt | b_in[5] | alu_out[5] | 5.12 | 4 |
routing by layer:
metal,vias up,part of all wire
met5,-,0
met4,0,0.023
met3,32,0.093
met2,299,0.43
met1,2939,0.46
li1,3084,-
power by group through the flow:
stage         Sequential (mW)  Clock, mW  Combinational [mW]
global route                0          0               0.489
CTS                         0          0               0.441
finish                      0          0               0.447
kinds of logic after synthesis:
logic type	after synthesis
AND-OR/OR-AND	260
multiplexers	27
AND/OR/NAND/NOR	243
adder cells (fa/ha/maj)	97
XOR/XNOR	57
buffers and inverters	115
Power figures rest on the tool's default switching activity, not on a simulated workload.
