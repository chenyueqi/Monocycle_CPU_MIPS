<file path="design/flow/run.sh">
#!/bin/bash
# OpenROAD 26Q1-2900-gdf79404cd8, Yosys 0.63+post, stock flow scripts
make -C /OpenROAD-flow-scripts/flow DESIGN_CONFIG=/design/flow/config.mk WORK_HOME=/design/flow/orfs finish
</file>
<file path="design/flow/constraint.sdc">
current_design barrel_shift_mips

set clk_period 5.9
set clk_io_pct 0.2

create_clock -name clk0 -period $clk_period

set non_clock_inputs [all_inputs -no_clocks]
set_input_delay [expr $clk_period * $clk_io_pct] -clock clk0 $non_clock_inputs
set_output_delay [expr $clk_period * $clk_io_pct] -clock clk0 [all_outputs]
</file>
<file path="design/flow/design.v">
`timescale 1ns / 1ps
module barrel_shift_mips
#(parameter DATA_WIDTH = 32 , parameter ADDR_WIDTH = 5 , parameter lo_l = 0 , parameter lo_r = 1 , parameter al_r = 2 , parameter ci_r = 3)
(
	input [(DATA_WIDTH -1):0] data_in,
	input [(ADDR_WIDTH -1):0] shift_count,
	input [1:0] op,
	output reg [(DATA_WIDTH -1):0] data_out
);
	reg [(DATA_WIDTH -1):0] inter1;
	reg [(DATA_WIDTH -1):0] inter2;
    	always@(*)
    	begin
    	   inter1 = 32'h0;
    	   inter2 = 32'h0;
    		data_out = data_in;
		case(op)
	 	lo_l: data_out = data_in << shift_count;
		lo_r: data_out = data_in >> shift_count;
		al_r: data_out = $signed(data_in) >>> shift_count;
		ci_r: begin 
			if(shift_count[4] == 1'b1) data_out = {data_out[15:0] , data_out[31:16]};
			if(shift_count[3] == 1'b1) data_out = {data_out[7:0] , data_out[31:8]};
			if(shift_count[2] == 1'b1) data_out = {data_out[3:0] , data_out[31:4]};
			if(shift_count[1] == 1'b1) data_out = {data_out[1:0] , data_out[31:2]};
			if(shift_count[0] == 1'b1) data_out = {data_out[0] , data_out[31:1]};
			end
		endcase
	end
endmodule
</file>
<file path="design/flow/config.mk">
export PLATFORM = sky130hd
export DESIGN_NAME = barrel_shift_mips
export DESIGN_NICKNAME = barrel_shift_mips
export VERILOG_FILES = /design/flow/design.v
export SDC_FILE = /design/flow/constraint.sdc
export NUM_CORES = 4
export LEC_CHECK = 1
export CORE_UTILIZATION = 50
</file>
==> Implementation_results.wiki <==
== Flow metrics ==
{| class="wikitable"
! Metric !! Value
|-
| Area overhead of the layout relative to synthesis || 8.362%
|-
| Total Wirelength || between 30000 and 40000 um
|-
| Post-layout instance count excluding filler cells || 1111
|-
| Placed cell count || around 1100
|-
| Die Span Y || 122.6 um
|-
| Arrival time worst endpoint || 4.50 ns
|-
| Core outline area || 14040 um^2
|-
| Final worst-path cycle share || 96.24%
|-
| Post-Syn Area per Cell || 7.712 um^2
|-
| Multiplexer share of the synthesized area || 45.06%
|-
| Core Util, Final || 56.12%
|-
| Init Core Util || 51.79%
|-
| Detailed Routing Iterations Pass 1 || 10
|-
| Overflow after GRT || 0
|-
| Overall Global Routing Usage || 51.33%
|-
| Maximum capacitance violations || 0
|-
| Std-Cell Rows || 43
|-
| Diodes inserted || 0
|-
| Worst slack at placement || -0.05515 ns
|-
| Hold/Removal Path Class || primary input to primary output
|-
| Registers || 0
|-
| Buffer count from post-CTS setup fixing || 0
|-
| Largest net degree at the start of global routing || 65
|-
| Share of the yosys chip area belonging to registers || 0%
|-
| Maximum VDD drop || 0.1142 mV
|-
| Initial antenna violation count || 1
|-
| Run status || completed
|-
| Post-cts hold buffer count || 0
|-
| Layout cell share with drive strength beyond 1 || between 20% and 30%
|-
| Tally of clock buffers in the finished layout || 0
|-
| Final tally of hold violations || 0
|-
| Register Area || 0 um^2
|-
| Sum Neg Setup Slack || 0 ns
|-
| Crit-path max FO || ~49
|-
| First-pass GRT wire length || 53290 um
|-
| Final max-slew violation count || 0
|-
| Total via count in the routed design || 8698
|-
| F_max || 176.1 MHz
|-
| Combined area of all synthesized cells || around 7300 um^2
|-
| Minimum period implied by the final worst setup slack || 5.678 ns
|-
| Power per Cell Area || 109.6 nW/um^2
|-
| Synthesized chip area reported by yosys || 7272 um^2
|-
| Critical path class || primary input to primary output
|-
| Startpoint type of the worst setup path || primary input
|-
| Synth Area in XOR/XNOR || 0%
|-
| Number of global-route vias before repair || 8166
|-
| Cell count after synthesis || 943
|-
| Setup repair after global routing missed its margin || false
|-
| Placed cell area || 7876 um^2
|-
| Leakage power of the design || between 0.002 and 0.003 uW
|-
| Count of warning messages emitted by the tools || 32
|-
| Post-layout instance area || 7880 um^2
|-
| Residual DRC || 0
|-
| Count of cells resized by post-cts repair || 1
|-
| Tally of nets with antenna violations remaining after routing || 0
|-
| IO buf count || 71
|-
| Chip width || 122.6 um
|-
| Gpl congestion || about 1.2
|-
| DRC violation total after the first TritonRoute iteration || approximately 1600
|-
| AO/OA Area Share || 22.94%
|-
| Final Setup Violations || 0
|-
| Adder-cell share of the synthesized area || 0%
|-
| Min setup slack post-route || roughly 0.22 ns
|-
| Top comb family, area || multiplexers
|-
| Via/cell ratio || 7.829
|-
| Area of the die || 15030 um^2
|-
| Slew at the pin closest to its max-slew limit || 0.8677 ns
|-
| # Cells Yosys || 943
|-
| Worst slew margin relative to its limit || 42.01%
|-
| Basic-gate share of the synthesized area counting and, or, nand and nor cells || 21.63%
|-
| I/O pins || 71
|-
| Number of distinct library cells after synthesis || 72
|-
| WL/cell || 32.33 um
|-
| Post-DP HPWL || 27800 um
|-
| Critical path endpoint category || primary output
|-
| Req. time, crit path || between 4 and 5 ns
|-
| Synth warn || 1
|}
worst max-delay path: stages:
cell and delay, ns:
buf_4 0.46, buf_12 0.33, or3b_2 0.35, nand2_1 0.21, nand2_1 0.20, a31oi_1 0.14
a2111oi_1 0.81, buf_4 0.23, nand4_1 0.10, clkdlybuf4s50_1 0.45
Yosys cell counts (all sizes together), types with 8 or more instances:
library cell,instances,share of area (%)
mux2,53,8.4
a22oi,11,1.2
or3,11,0.95
o22ai,17,1.5
and2,8,0.69
a211oi,15,1.5
nor3,28,1.9
clkbuf,57,3.0
a31oi,14,1.2
a32oi,9,1.1
mux4,69,21
nand2,119,6.2
nor2,103,5.3
mux2i,106,15
o21ai,37,2.5
a21oi,37,2.5
nand2b,11,0.95
nand3,23,1.6
o211ai,17,1.8
buf,73,7.2
nor2b,12,1.0
report_power, final:
part	internal [uW]	leakage, uW	switching [uW]
Clock	0	0	0
Sequential	0	0	0
Combinational	358	0.00297	505
Total	358	0.00297	505
per-stage QoR:
stage | power, uW | hold slack, ns
after global routing | 896.5 | 3.555
after floorplan | 517.0 | 2.738
final | 863.4 | 3.505
after CTS | 818.3 | 3.518
after detailed placement | 814.8 | 3.506
after global placement | 817.3 | 3.515
layout make-up:
type                            instances  area, um^2
Timing Repair Buffer                  118        1116
Fill cell                            1244        6162
Inverter                                4       15.01
Tap cell                              180       225.2
Multi-Input combinational cell        809        6524
placed cells by master, fill, tap and decap left out, drive strengths merged, types with 4 or more instances in the layout:
cell,synthesis,layout
a2111oi,7,7
a211o,7,7
a211oi,15,15
a21oi,37,37
a221o,5,5
a221oi,7,7
a22oi,11,11
a2bb2oi,4,4
a31oi,14,14
a32oi,9,9
and2,8,8
and3,6,6
buf,73,52
clkdlybuf4s50,0,65
inv,4,4
mux2,53,53
mux2i,106,106
mux4,69,69
nand2,119,119
nand2b,11,11
nand3,23,23
nand4,7,7
nor2,103,103
nor2b,12,12
nor3,28,28
o211ai,17,17
o21ai,37,37
o221ai,6,6
o22ai,17,17
o2bb2ai,4,4
o31ai,5,5
or2,6,6
or3,11,11
or3b,4,4
logic make-up (layout without fill, tap and decap cells):
family / Yosys count / after routing
AOI/OAI and AO/OA: 235 / 235
buffers and inverters: 134 / 122
muxes: 228 / 228
and+or+nand+nor: 346 / 346
layer usage:
layer / global-route usage (%) / up-vias / wire length (um)
met3: 27.80 / 177 / 6265
met2: 69.98 / 876 / 14300
met4: 23.55 / 2 / 2508
met1: 67.15 / 4018 / 12830
met5: 0 / - / 13
li1: - / 3625 / -
path summary, 6_finish.rpt:
check / startpoint / end / slack [ns] / cells after the start
worst max-delay path: shift_count[4] / data_out[17] / 0.22 / 10
worst min-delay path: op[1] / data_out[27] / 3.50 / 4
Power is estimated from default activity; no workload was simulated.
