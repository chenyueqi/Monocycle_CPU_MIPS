==> /design/flow/design.v <==
`timescale 1ns / 1ps
module register_mips32
#(parameter DATA_WIDTH = 32 , parameter ADDR_WIDTH = 5)
(
    input [(ADDR_WIDTH -1):0] Rs_addr , Rt_addr , Rd_addr,
    input [(DATA_WIDTH -1):0] Rd_in,
    input [3:0] Rd_Byte_w_en,
    input clk,
    output [(DATA_WIDTH -1):0] Rs_out , Rt_out
);
    reg [(DATA_WIDTH -1):0] register[(2**ADDR_WIDTH -1):0];
    integer i ;
    initial 
    begin 
        for(i = 0 ; i < 32 ; i = i + 1)
            register[i] = 0;
    end
    always @ (negedge clk)
    begin
        if(Rd_addr != 0)
            begin
                if(Rd_Byte_w_en[3] == 0) register[Rd_addr][31:24] <= Rd_in[31:24]; 
                if(Rd_Byte_w_en[2] == 0) register[Rd_addr][23:16] <= Rd_in[23:16]; 
                if(Rd_Byte_w_en[1] == 0) register[Rd_addr][15:8] <= Rd_in[15:8];
                if(Rd_Byte_w_en[0] == 0) register[Rd_addr][7:0] <= Rd_in[7:0];  
            end       
    end
    assign Rs_out = register[Rs_addr];
    assign Rt_out = register[Rt_addr];
endmodule
==> /design/flow/run.sh <==
#!/bin/bash
# OpenROAD 26Q1-2900-gdf79404cd8, Yosys 0.63+post, stock flow scripts
make -C /OpenROAD-flow-scripts/flow DESIGN_CONFIG=/design/flow/config.mk WORK_HOME=/design/flow/orfs finish
==> /design/flow/config.mk <==
export PLATFORM = sky130hd
export DESIGN_NAME = register_mips32
export DESIGN_NICKNAME = register_mips32
export VERILOG_FILES = /design/flow/design.v
export SDC_FILE = /design/flow/constraint.sdc
export NUM_CORES = 4
export LEC_CHECK = 1
export CORE_UTILIZATION = 30
==> /design/flow/constraint.sdc <==
current_design register_mips32

set clk_period 10.5
set clk_io_pct 0.2

create_clock -name clk0 -period $clk_period [get_ports {clk}]

set non_clock_inputs [all_inputs -no_clocks]
set_input_delay [expr $clk_period * $clk_io_pct] -clock clk0 $non_clock_inputs
set_output_delay [expr $clk_period * $clk_io_pct] -clock clk0 [all_outputs]
==> impl_metrics.json <==
{
  "synth_seq_share_pct": 62.3,
  "post-route-cell-area_mm2": 0.0609,
  "cts-resized-gates": 0,
  "leakage_nw": 26.4,
  "hold_end": "Rs_out[16]",
  "routabilityCongestion": 0.932,
  "synth_top_cell_by_area": "edfxtp_1",
  "routedWlPerCell_um": 23.4,
  "cp.required_ps": 8400,
  "top_cells_by_area": "edfxtp_1 (62%), mux2i_1 (21%), a22oi_1 (2.9%), a22o_1 (2.3%), a21oi_1 (1.9%)",
  "antenna_found_initial": 12,
  "postCtsSetupBuffers": 0,
  "maxCapViolations": 0,
  "avgSynthCellArea_um2": 14.0,
  "chipWidth_um": 408,
  "rows": 148,
  "final_util_pct": 37.3,
  "yosysWarnings": 1,
  "ir_drop_mv": 0.170,
  "top_regs": "register: 1024 flops",
  "ys.flop_type": "edfxtp_1",
  "grt_pass1_wl_mm": 234,
  "numCtsBuffers": 115,
  "fp.coreArea_mm2": 0.163,
  "run_status": "complete, no violations",
  "area_growth_pct": 23.3,
  "final_max_slew_viol_count": 0,
  "crit_fanout": 2,
  "netlist_instances": 3530,
  "grt_pass1_vias": 37900,
  "worstHoldPathType": "in -> out",
  "rsz0062_at_grt": "no",
  "crit_path_end_kind": "primary output",
  "fp_util_pct": 30.3,
  "worstMarginPinSlew_ps": 923,
  "ys_ff": 1024,
  "wl_mm": 163,
  "drcViolationCount": 0,
  "cp-start-kind": "register",
  "drt_iter0_drc": 2674,
  "vias": 35000,
  "cts_tree": "yes",
  "synth_top_area_share_pct": 62.3,
  "max_flop_register": "register",
  "ant_nets": 0,
  "ys_cells": 3530,
  "drive_above_1_share_pct": 7.09,
  "ios": 116,
  "top_cells_by_count": "edfxtp_1 (1024), mux2i_1 (1024), nand2_1 (227)",
  "crit_type": "reg -> out",
  "cts_buffer_depth": 3,
  "grt_max_degree": 99,
  "hold_start": "Rs_addr[1]",
  "p_per_area_mw_per_mm2": 187,
  "whs_path_depth": 6,
  "hold_ws_ps": 5540,
  "detailed_place_hpwl_mm": 102,
  "synth_area_mm2": 0.0494,
  "drt-pass1-iter-count": 7,
  "warnings": 1027,
  "path_clk_slew_ps": 30,
  "grt_overflow_total": 0,
  "dieArea_mm2": 0.166,
  "cts_hold_buf": 0,
  "cts_sinks": 1024,
  "worstPathArrival_ps": 8250,
  "die_h_um": 408,
  "largest_register_ffs": 1024,
  "hold_violations": 0,
  "setup_violations": 0,
  "fin_tns_setup_ps": 0,
  "track_usage_pct": 20.3,
  "via_per_inst": 5.04,
  "htree_levels": 3,
  "yosysChipArea_mm2": 0.0494,
  "edf_count": 1024,
  "placed_area_mm2": 0.0529,
  "synth.distinct_cells": 27,
  "clock-root-buffer": "clkbuf_16",
  "slew_headroom_pct": 38.2,
  "synthArstFlopShare_pct": 0,
  "port_buffers": 115
}
==> through the flow <==
step	total power [mW]	setup slack, ps	cells
floorplan	5.73	1820	3561
detailed placement	6.16	357	5710
global route	12.0	3.61	6946
CTS	11.5	247	6943
finish	11.4	146	6954
global placement	6.16	351	5710
==> cell usage in the layout, fill, tap and decap left out, drive strengths merged <==
master,synthesis,final
a22o,128,128
clkdlybuf4s50,0,113
nor2,128,128
mux2i,1024,1024
and3,1,1
edfxtp,1024,1024
a21oi,192,192
and3b,2,2
conb,1,32
nor2b,5,5
clkinv,0,9
a22oi,192,192
a31oi,64,64
nor3,65,65
and2b,1,1
nand2,227,227
clkinvlp,0,17
inv,1,1065
clkbuf,85,117
bufinv,0,26
nor3b,3,3
diode,0,11
nand2b,8,8
nand3,192,192
or2,2,2
and2,3,3
buf,182,128
==> cell type report <==
class / count / area (um2)
multi-input combinational: 2269 / 17100
tap: 2175 / 2720
sequential: 1024 / 30700
antenna: 11 / 27.5
clock inverter: 1117 / 5040
fill: 15000 / 102000
clock buffer: 117 / 2930
timing repair buffer: 241 / 2290
==> cells by family (layout without fill, tap and decap cells) <==
family | Yosys count | after routing | synth area share, %
simple gates | 637 | 637 | 5.64
buf+inv | 268 | 1475 | 3.38
flops | 1024 | 1024 | 62.3
other cells | 1 | 43 | 0.00759
mux | 1024 | 1024 | 20.8
compound gates | 576 | 576 | 7.95
==> how the worst max path moves through the flow <==
stage         cells past startpoint       startpoint  slack (ps)         end
CTS                               6  register[2][12]         250  Rt_out[12]
finish                            6  register[2][12]         150  Rt_out[12]
global route                      6  register[2][11]           4  Rs_out[11]
==> metal layers <==
metal	global-route usage, %	part of all wire [%]	vias to the layer above	routed length [um]
met5	1.58	0.20	-	321
li1	-	-	16100	-
met1	23.6	37	16700	59700
met3	14.7	15	317	24200
met4	9.13	3.8	18	6180
met2	28.3	44	1923	72300
==> worst max-delay path, stage by stage (launching register included) <==
cell and delay (ps):
edfxtp_1 340, mux2i_1 90, a22o_1 250, nor3_1 600
a31oi_1 90, nand3_1 380, clkdlybuf4s50_1 560
==> where the power goes <==
part / switching, mW / internal (mW)
clock network: 2.66 / 3.19
logic: 0.590 / 0.324
registers: 0.0273 / 4.60
total: 3.27 / 8.11
Power is estimated from default activity; no workload was simulated.
